### config.mk
export PLATFORM = sky130hd
export DESIGN_NAME = clock_divider
export DESIGN_NICKNAME = clock_divider
export VERILOG_FILES = /design/flow/design.v
export SDC_FILE = /design/flow/constraint.sdc
export NUM_CORES = 4
export LEC_CHECK = 1
export CORE_UTILIZATION = 30
### constraint.sdc
current_design clock_divider

set clk_period 4.4
set clk_io_pct 0.2

create_clock -name clk0 -period $clk_period [get_ports {clock}]

set non_clock_inputs [all_inputs -no_clocks]
set_input_delay [expr $clk_period * $clk_io_pct] -clock clk0 $non_clock_inputs
set_output_delay [expr $clk_period * $clk_io_pct] -clock clk0 [all_outputs]
### design.v
module clock_divider (clock, reset, divided_clocks);
input logic reset, clock;
output logic [31:0] divided_clocks = 0;
always_ff @(posedge clock) begin
divided_clocks <= divided_clocks + 1;
end
endmodule
### run.sh
#!/bin/bash
# OpenROAD 26Q1-2900-gdf79404cd8, Yosys 0.63+post, stock flow scripts
make -C /OpenROAD-flow-scripts/flow DESIGN_CONFIG=/design/flow/config.mk WORK_HOME=/design/flow/orfs finish
==> qor.yml <==
ctsHoldBuffers: 0
power_density_mw_per_mm2: 292
routed_wl_microns: 2410
die_w_microns: 68.3
portBuffers: 32
ys_sh_mux_pct: 0
wl_per_cell_microns: 11.3
warnings: 26
rsz0062_at_grt: "false"
fmax_ghz: 0.478
ir_drop_v: 0.000156
dpl.hpwl_microns: 1680
groute.usage.overall_pct: 10.9
grt_pass1_wl_microns: 3840
cp_max_fo: 6
largest_register_ffs: 32
num_io_pins: 34
async_flop_share_pct: 0
overflow: 0
status: "finished clean"
fillers: 374
setup_violations: 0
top_regs: "divided_clocks: 32 flops"
cts.repair.resized: 0
ant_nets: 0
power.leakage_uw: 0.000710
mi_logic_area_sq_um: 634
finalCritPeriodShare_pct: 47.6
finalSetupTns_ps: 0
dr.pass1.iters: 3
netlist_instances: 127
path_depth: 1
slew_viol_final: 0
min_path_cells: 1
largest_register: "divided_clocks"
gp_congestion: 0.741
htree_levels: 2
crit_chain: "clkdlybuf4s50_1"
cp_num_buf_inv: 1
rows: 23
synthAoiAreaFrac_pct: 0
crit_family: "buffers and inverters"
synth_top_flop_cell: "dfxtp_1"
synth_flops: 32
edf_count: 0
drc: 0
final.setup_skew_ps: 5.99
xor_area_share_pct: 19.9
worst_pin_slew_ps: 570
critPathMaxStageDelay_ps: 500
critPathRequiredTime_ps: 3520
post-route-min-period_ps: 2090
seq_area_sq_um: 641
vias: 972
cts_root_buf: "clkbuf_8"
clock_latency_ps: 280
cts_tree: "built"
synthesis.area_sq_mm: 0.00132
fa_ha_area_share_pct: 0.949
grt_pass1_vias: 865
hold_path.class: "flip-flop to flip-flop"
layout-drive-gt1-share_pct: 11.0
clockBufferDepth: 2
cts_buffers: 5
ys_cells: 127
die_area_sq_mm: 0.00466
slowest_stage: "clkdlybuf4s50_1"
final_area_sq_mm: 0.00177
post_cts_buffers: 0
drt_iter0_drc: 8
synth_cell_types: 24
startpoint_type: "flip-flop"
antenna_found_initial: 0
r2r_cells: 5
finalCoreUtilization_pct: 43.0
criticalPathCategory: "flip-flop to output port"
dpl_cell_area_sq_mm: 0.00168
syn_area_per_cell_sq_um: 10.4
report.final.hold_viol_count: 0
maxCapViolations: 0
fp_util_pct: 32.0
via_per_inst: 4.56
yosys_warnings: 1
grt_max_degree: 12
ys_area_sq_mm: 0.00132
ys_seq_share_pct: 48.6
fp.dieH_microns: 68.3
cts.clk_slew.worst_paths_ps: 70
synthTopLogicFamily: "simple AND/OR/NAND/NOR gates"
cp.arrival_ps: 1210
end_kind: "output port"
ys_sh_simple_pct: 27.2
core_sq_mm: 0.00412
cts_sinks: 32
syn_to_final_growth_pct: 34.2
diodes: 0
relSlewSlack_pct: 61.9
-- stage by stage --
| stage | hold slack (ps) | setup WS [ps] | std cells | total power (uW) |
|---|---|---|---|---|
| 2_1_floorplan | 394 | 2830 | 127 | 296 |
| 3_3_place_gp | 428 | 2570 | 205 | 296 |
| 3_5_place_dp | 434 | 2530 | 205 | 296 |
| 4_1_cts | 451 | 2290 | 213 | 524 |
| 5_1_grt | 477 | 2220 | 213 | 539 |
| 6_report | 448 | 2310 | 213 | 517 |
-- area by class of cell --
cell class                      instances  share of cell area [%]
Tap cell                               50                    3.54
Sequential cell                        32                    36.2
Clock buffer                            6                    4.67
Inverter                                5                    1.06
Clock inverter                          2                   0.566
Multi-Input combinational cell         86                    35.9
Timing Repair Buffer                   32                    18.1
-- cell families (layout without fill, tap and decap cells) --
kind of cell | Yosys count | count (layout)
DFF | 32 | 32
buffers and inverters | 9 | 45
adders and majority gates | 1 | 1
and+or+nand+nor | 55 | 55
xor gates and xnor gates | 30 | 30
-- report_power, final --
part | total, uW | internal, uW | switching, uW
logic | 0.000401 | 0 | 0
clock network | 227 | 125 | 102
registers | 290 | 290 | 0
total | 517 | 414 | 102
-- path summary, 6_finish.rpt --
check	startpoint	end	slack (ps)
setup / recovery	divided_clocks[2]	divided_clocks[2]	2310
hold / removal	divided_clocks[0]	divided_clocks[0]	450
setup reg to reg	divided_clocks[0]	divided_clocks[24]	2560
hold reg to reg	divided_clocks[0]	divided_clocks[0]	450
-- per-layer routing --
metal	vias to the layer above	wire, microns	share of wire, %	GRT usage (%)
met5	-	0	0	0
met4	0	21	0.87	2.08
met3	4	143	5.9	2.87
met2	28	1050	43	16.4
met1	438	1200	50	16.1
li1	502	-	-	-
-- Yosys cell counts, types with 2 or more instances --
library cell	number	area share, %
dfxtp_1	32	49
xor2_1	20	13
nand3_1	10	3.8
xnor2_1	10	6.6
nand2_1	9	2.6
nor2_1	6	1.7
inv_1	5	1.4
nor4_2	5	4.7
and4_1	4	2.7
nor3_1	4	1.5
nor4_1	4	1.9
nand4_1	3	1.4
and3_1	2	0.95
buf_2	2	0.76
nand3_2	2	1.5
-- layout by cell type, fill, tap and decap left out, drive strengths merged --
master          n
and3            2
and4            4
clkbuf          6
clkdlybuf4s50  32
clkinv          2
dfxtp          32
ha              1
inv             5
nand2           9
nand2b          1
nand3          12
nand4           3
nor2            6
nor3            4
nor3b           1
nor4           10
or2             1
or3             2
xnor2          10
xor2           20
Power is estimated from default activity; no workload was simulated.
